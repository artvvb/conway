`flow/design.v`:
```
`timescale 1ns / 1ps
module counter #(
    parameter integer width = 8,
    parameter integer max_value = 100,  
    parameter integer increment = 10,
    parameter integer reset_value = 20
) (
    input  logic clk,
    input  logic reset,
    input  logic enable,
    output logic [width-1:0] count = reset_value,
    output logic carry
);
    always_ff @( posedge clk ) begin : counter_inst
        if (reset) begin
            count <= reset_value;
        end else if (enable) begin
            if (carry) begin
                count <= reset_value;
            end else begin
                count <= count + increment;
            end
        end
    end
    assign carry = (count + increment >= max_value) ? 1'b1 : 1'b0;
endmodule
module vga (
    input logic clk,  
    input logic reset,
    input wire enable_strobe,  
    input logic pixel_tvalid,
    output logic pixel_tready,
    input logic [11:0] pixel_tdata,  
    output logic [3:0] vga_r,
    output logic [3:0] vga_g,
    output logic [3:0] vga_b,
    output logic vga_hs,
    output logic vga_vs,
    output logic error,
    output logic running
);
    localparam integer h_active_pixels  = 640;
    localparam integer h_front_porch    = 16;
    localparam integer h_sync_width     = 96;
    localparam integer h_back_porch     = 48;
    localparam integer h_blanking_total = 160;
    localparam integer h_total_pixels   = 800;
    localparam integer h_sync_polarity  = 1'b0;
    localparam integer v_active_lines   = 480;
    localparam integer v_front_porch    = 10;
    localparam integer v_sync_width     = 2;
    localparam integer v_back_porch     = 33;
    localparam integer v_blanking_total = 45;
    localparam integer v_total_lines    = 525;
    localparam integer v_sync_polarity  = 1'b0;
    logic [9:0] x_count;
    logic x_carry;
    logic [9:0] y_count;
    logic y_carry;
    logic active_video;
    assign pixel_tready = active_video;
    typedef enum integer { 
        STATE_IDLE,
        STATE_RUNNING,
        STATE_ERROR  
    } state_t;
    state_t state = STATE_IDLE;
    always_ff @(posedge clk) begin
        if (reset) begin
            state <= STATE_IDLE;
        end else case (state)
        STATE_IDLE:
            if (pixel_tvalid)
                state <= STATE_RUNNING;  
        STATE_RUNNING:
            if (!pixel_tvalid && pixel_tready)
                state <= STATE_ERROR;
        STATE_ERROR:
            state <= state;  
        default:
            state <= STATE_IDLE;
        endcase
    end
    assign error = (state == STATE_ERROR);
    assign running = (state == STATE_RUNNING);
    counter #(
        .width       ($clog2(h_total_pixels-1)),
        .max_value   (h_total_pixels),
        .increment   (1),
        .reset_value (0)
    ) x_counter (
        .clk    (clk),
        .reset  (reset || !running),
        .enable (enable_strobe),
        .count  (x_count),
        .carry  (x_carry)
    );
    counter #(
        .width       ($clog2(v_total_lines-1)),
        .max_value   (v_total_lines),
        .increment   (1),
        .reset_value (0)
    ) y_counter (
        .clk    (clk),
        .reset  (reset || !running),
        .enable (enable_strobe && x_carry),
        .count  (y_count),
        .carry  (y_carry)
    );
    always_comb begin
        if (x_count < h_active_pixels && y_count < v_active_lines)
            active_video = 1;
        else
            active_video = 0;
    end
    always_ff @(posedge clk) begin
        if (reset || !running) begin
            vga_r <= 'b0;
            vga_g <= 'b0;
            vga_b <= 'b0;
            vga_hs <= 'b1;
            vga_vs <= 'b1;
        end else begin
            if (active_video) begin
                vga_r <= pixel_tdata[11:8];
                vga_g <= pixel_tdata[7:4];
                vga_b <= pixel_tdata[3:0];
            end else begin
                vga_r <= 4'b0;
                vga_g <= 4'b0;
                vga_b <= 4'b0;
            end
            if (x_count >= h_active_pixels + h_front_porch &&
                x_count < h_active_pixels + h_front_porch + h_sync_width) begin
                vga_hs <= h_sync_polarity;
            end else begin
                vga_hs <= !h_sync_polarity;
            end
            if (y_count >= v_active_lines + v_front_porch &&
                y_count < v_active_lines + v_front_porch + v_sync_width) begin
                vga_vs <= v_sync_polarity;
            end else begin
                vga_vs <= !v_sync_polarity;
            end
        end
    end
endmodule
module top (
    input  logic        clk,
    input  logic        reset,
    output logic [3:0]  vga_r,
    output logic [3:0]  vga_g,
    output logic [3:0]  vga_b,
    output logic        vga_hs,
    output logic        vga_vs,
    input  logic        uart_rx,
    output logic        uart_tx,
    output logic [15:0] led
);
    logic enable_strobe;
    counter #(
        .width       (2),
        .max_value   (4),
        .increment   (1),
        .reset_value (0)
    ) strobe_counter (
        .clk    (clk),
        .reset  (reset),
        .enable (1),
        .count  (),
        .carry  (enable_strobe)
    );
    logic        pixel_tready;
    logic [11:0] pixel_tdata;
    counter #(
        .width       (12),
        .max_value   (4096),
        .increment   (1),
        .reset_value (0)
    ) color_counter (
        .clk    (clk),
        .reset  (reset),
        .enable (pixel_tready),
        .count  (pixel_tdata),
        .carry  ()
    );
    vga vga_inst (
        .clk           (clk),
        .reset         (reset),
        .enable_strobe (enable_strobe),
        .pixel_tvalid  (1),
        .pixel_tready  (pixel_tready),
        .pixel_tdata   (pixel_tdata),  
        .vga_r         (vga_r),
        .vga_g         (vga_g),
        .vga_b         (vga_b),
        .vga_hs        (vga_hs),
        .vga_vs        (vga_vs),
        .error         (led[0]),
        .running       (led[1])
    );
endmodule
```
`flow/run.sh`:
```
#!/bin/bash
# OpenROAD 26Q1-2900-gdf79404cd8, Yosys 0.63+post, stock flow scripts
make -C /OpenROAD-flow-scripts/flow DESIGN_CONFIG=/design/flow/config.mk WORK_HOME=/design/flow/orfs finish
```
`flow/config.mk`:
```
export PLATFORM = sky130hd
export DESIGN_NAME = top
export DESIGN_NICKNAME = top
export VERILOG_FILES = /design/flow/design.v
export SDC_FILE = /design/flow/constraint.sdc
export NUM_CORES = 4
export LEC_CHECK = 1
export CORE_AREA = 10 10 114 114
export DIE_AREA = 0 0 124 124
```
`flow/constraint.sdc`:
```
current_design top

set clk_period 5.0
set clk_io_pct 0.2

create_clock -name clk0 -period $clk_period [get_ports {clk}]

set non_clock_inputs [all_inputs -no_clocks]
set_input_delay [expr $clk_period * $clk_io_pct] -clock clk0 $non_clock_inputs
set_output_delay [expr $clk_period * $clk_io_pct] -clock clk0 [all_outputs]
```
==> metrics.yaml <==
cells_and_area:
  drive_gt1_share_pct: 9.54
  mostFrequentLayoutCells: "dfxtp_1 (49), and3_1 (23), nand2_1 (20), nor2_1 (19), nand3_1 (19)"
  finalInstanceArea_sq_um: 2930
  layout_top_cell: "dfxtp_1"
  area.growth.synth_to_final_pct: 11.0
  num-fill-cells: 1081
global_route:
  grt_pass1_wl_microns: 9040
  grt_max_degree: 22
  grt_pass1_vias: 1896
  overflow: 0
  antenna_found_initial: 0
  grt_usage_pct: 7.01
worst_hold_path:
  hold_class: "flip-flop to flip-flop"
sta:
  tightest_slew_ns: 0.549
  fmax_ghz: 0.369
  hold_viol: 0
  setup_viol: 0
  slew_viol_final: 0
  timing.setup.tns_ns: 0
  rsz0062_at_grt: "false"
  slew-limit-headroom_pct: 63.3
  setup_slack_ns: 2.29
  min_period_ns: 2.71
  min_period_over_period_pct: 54.2
  skew_ns: 0.0107
critical_path:
  worst_setup_path_start_kind: "input port"
  worstSetupPathType: "input port to flip-flop"
  critPathCapture: "vga_inst.vga_hs$_SDFF_PP1_"
  required_ns: 5.19
  reg2reg_slack_ns: 2.56
  endpoint_kind: "flip-flop"
  arrival_ns: 2.90
  rr_startpoint: "vga_inst.x_counter.count[0]$_SDFFE_PP0P_"
  reg2reg_depth: 7
  startpoint: "reset"
  crit_fanout: 15
  r2r-end: "vga_inst.y_counter.count[3]$_SDFFE_PP0P_"
power_and_ir_drop:
  max-vdd-ir-drop_mv: 0.148
  power_density_nw_per_um2: 230
  p_total_mw: 0.675
  p_leak_nw: 1.13
floorplan:
  die_h_microns: 124
  core_area_sq_um: 10400
  die_w_microns: 124
  dieArea_sq_um: 15400
  io_pins: 34
  rows: 37
  fp_util_pct: 25.4
routing:
  via_per_inst: 4.80
  antennaDiodeCount: 0
  drc: 0
  routed_wl_microns: 5470
  ant_nets: 0
  wl_per_cell_microns: 12.4
  num_vias: 2110
  drt_iter0_markers: 50
  drt_pre_antenna_iters: 4
synth:
  synth_cells: 296
  synth.avg_cell_area_sq_um: 8.92
  synth-edff-count: 0
  syn-cell-area_sq_um: 2640
  ys_area_sq_um: 2640
  yosysSeqAreaShare_pct: 37.1
  ys_types: 54
  synth_stat.cells: 296
  synth-async-reset-ratio_pct: 0
  ys.flops: 49
  yosysWarnings: 22
  flop_cell: "dfxtp_1"
clock_network:
  cts.htree.levels: 2
  holdBufCountCts: 0
  cts.clk_slew.worst_paths_ns: 0.09
  cts-buffers-inserted: 5
  cts_tree: "done"
  clk_latency_ns: 0.30
  cts_sinks: 49
  clock_tree.buffer_depth: 2
  post_cts_buffers: 0
  root_buffer: "clkbuf_8"
  ctsResizeCount: 0
placement:
  hpwl_microns: 3740
  detailedPlace.worstSlack_ns: 1.92
  postPlaceCellArea_sq_um: 2830
  port_buffers: 16
  gp_congestion: 0.898
flow_run:
  maxCapViolations: 0
  warnings: 29
run_status:
  outcome: "finished, final reports clean"
-- power breakdown --
group / switching, mW / total, mW / internal [mW]
Combinational: 0.0152 / 0.0257 / 0.0105
Clock: 0.136 / 0.250 / 0.114
Sequential: 0.00415 / 0.400 / 0.396
-- cells by family after synthesis --
family / after synthesis / share of synthesized area, %
and+or+nand+nor: 134 / 29.4
DFF: 49 / 37.1
adders and majority gates: 6 / 2.84
xor gates and xnor gates: 13 / 5.02
other: 1 / 0.142
buffers and inverters: 41 / 9.38
AOI/OAI and AO/OA: 52 / 16.1
-- worst min path at each step --
stage / from / end / slack [ns] / cells past startpoint
finish: strobe_counter.count[0]$_SDFF_PP0_ / strobe_counter.count[0]$_SDFF_PP0_ / 0.44 / 1
CTS: strobe_counter.count[0]$_SDFF_PP0_ / strobe_counter.count[0]$_SDFF_PP0_ / 0.44 / 1
global route: strobe_counter.count[0]$_SDFF_PP0_ / strobe_counter.count[0]$_SDFF_PP0_ / 0.46 / 1
-- critical path, stage by stage --
cell and delay [ns]:
clkdlybuf4s50_1 0.58, nor2b_1 0.50, buf_4 0.31, nand2_1 0.09, or4_1 0.40
-- synth_stat cells, types with 3 or more instances --
master / instances / share of area [%]
ha_1: 6 / 2.8
xor2_1: 10 / 3.3
a21oi_1: 10 / 1.9
buf_2: 6 / 1.1
nor2_4: 3 / 1.3
and4_1: 6 / 2.0
nand4_1: 9 / 2.1
clkbuf_1: 7 / 0.99
nand3_1: 19 / 3.6
a32o_1: 5 / 1.9
nor2_1: 19 / 2.7
dfxtp_1: 49 / 37
nand2b_1: 6 / 1.4
and3_1: 23 / 5.4
o21ai_0: 6 / 1.1
a31oi_1: 3 / 0.71
nor3b_1: 3 / 0.85
nor4_1: 5 / 1.2
or4_1: 3 / 0.85
o21bai_1: 6 / 1.7
buf_4: 19 / 5.4
nor3_1: 7 / 1.3
nand2_1: 20 / 2.8
inv_1: 7 / 0.99
nor2b_1: 3 / 0.71
-- per-stage QoR --
| step | cells | hold slack, ns | util (%) |
|---|---|---|---|
| after floorplan | 311 | 0.404 | - |
| after global placement | 432 | 0.414 | 27.2 |
| after detailed placement | 432 | 0.427 | 27.2 |
| after CTS | 440 | 0.441 | 28.2 |
| after global routing | 440 | 0.461 | 28.2 |
| final | 440 | 0.437 | 28.2 |
-- sequential cells by signal (all words and copies together), names as in the netlist --
register                  flops
color_counter.count          12
vga_inst.y_counter.count     10
vga_inst.x_counter.count     10
vga_inst.vga_g                4
vga_inst.state                1
strobe_counter.count          2
vga_inst.vga_r                4
vga_inst.vga_vs               1
vga_inst.vga_b                4
vga_inst.vga_hs               1
-- area by class of cell --
class                           instances  area, sq um  area share [%]
Clock buffer                            6         82.6            2.82
Multi-Input combinational cell        221         1470            50.3
Timing Repair Buffer                   19          183            6.23
Sequential cell                        49          981            33.4
Clock inverter                          2         16.3           0.555
Tap cell                              136          170            5.80
Inverter                                7         26.3           0.896
-- per-layer routing --
metal,vias to the layer above,part of all wire [%],GRT usage [%]
met1,1000,49,10.2
met5,-,0,0
li1,1054,-,-
met3,6,4.2,1.42
met2,50,45,10.8
met4,0,1.3,1.15
Power is estimated from default activity; no workload was simulated.
