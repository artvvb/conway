$ cat design/flow/design.v
module bram #(
    parameter integer DATA_WIDTH = 8,
    parameter integer DEPTH = 200,
    parameter integer ADDR_WIDTH = 8
) (
    input wire clk,
    input wire [ADDR_WIDTH-1:0] write_addr,
    input wire write_enable,
    input wire [DATA_WIDTH-1:0] write_data,
    input wire [ADDR_WIDTH-1:0] read_addr,
    input wire read_enable,
    output wire [DATA_WIDTH-1:0] read_data
);
    reg [DATA_WIDTH-1:0] memory [DEPTH-1:0];
    reg [DATA_WIDTH-1:0] read_data_reg;
    initial begin : mem_init
        integer i;
        read_data_reg = 'b0;
        for (i=0; i<DEPTH; i=i+1) begin
            memory[i] = 'b0;
        end
    end
    always @(posedge clk) begin
        if (write_enable) begin
            memory[write_addr] <= write_data;
        end
        if (read_enable) begin
            read_data_reg <= memory[read_addr];
        end
    end
    assign read_data = read_data_reg;
endmodule
$ cat design/flow/run.sh
#!/bin/bash
# OpenROAD 26Q1-2900-gdf79404cd8, Yosys 0.63+post, stock flow scripts
make -C /OpenROAD-flow-scripts/flow DESIGN_CONFIG=/design/flow/config.mk WORK_HOME=/design/flow/orfs finish
$ cat design/flow/config.mk
export PLATFORM = sky130hd
export DESIGN_NAME = bram
export DESIGN_NICKNAME = bram
export VERILOG_FILES = /design/flow/design.v
export SDC_FILE = /design/flow/constraint.sdc
export NUM_CORES = 4
export LEC_CHECK = 1
export CORE_UTILIZATION = 40
$ cat design/flow/constraint.sdc
current_design bram

set clk_period 7.8
set clk_io_pct 0.2

create_clock -name clk0 -period $clk_period [get_ports {clk}]

set non_clock_inputs [all_inputs -no_clocks]
set_input_delay [expr $clk_period * $clk_io_pct] -clock clk0 $non_clock_inputs
set_output_delay [expr $clk_period * $clk_io_pct] -clock clk0 [all_outputs]
==> results.yml <==
# implementation run metrics
outcome:
  status: "complete, no violations"
synthesis:
  synthCells: 2972
  ys_cells: 2972
  top_area_cell: "edfxtp_1"
  common_cells: "edfxtp_1 (1608), mux4_2 (342), nor2_1 (212), mux2i_1 (122), nand2_1 (86)"
  yosys_area_mm2: 0.0626
  syn-mean-instance-area_um2: 21.1
  topCellsByArea: "edfxtp_1 (77%), mux4_2 (12%), mux2i_1 (2.0%)"
  edf_count: 1608
  ys_async_sr_fraction_pct: 0
  ys.flop_type: "edfxtp_1"
  ys_seq_share_pct: 77.2
  ys.flops: 1608
  most_common_cell: "edfxtp_1"
  ys_warn_count: 1
  top_area_share_pct: 77.2
  synth_cell_type_count: 49
  synthesis.area_mm2: 0.0626
cts:
  clkSinkCount: 1608
  cts_tree: "built"
  cts_buffers: 165
  path_clk_slew_ps: 60
  clock-root-buffer: "clkbuf_16"
  post_cts_buffers: 0
  cts.path.max_buffers: 3
  hold_buffers: 0
  ctsResizeCount: 0
  cts_max_level: 4
  clock_latency_ps: 790
detailed_routing:
  wl_met3_mm: 22.4
  vias_per_cell: 5.67
  n_antenna_cell: 0
  vias: 30102
  first_pass_iters: 5
  drc: 0
  antenna_left: 0
  dr_wl_met2_mm: 74.2
  wl_met1_mm: 51.8
  wire_per_inst_um: 29.0
  top_layer: "met5"
  wl_mm: 154
  drt_iter0_markers: 2026
hold_path:
  min_path_type: "reg -> reg"
  min_from: "memory[198][4]"
global_route:
  grt_overflow: 0
  antenna_found_initial: 3
  grt_pass1_wl_mm: 225
  grt_pass1_vias: 32887
  grt_usage_pct: 21.8
  grt_max_degree: 129
sta:
  timing.setup.tns_ps: 0
  drv_slew: 0
  whs_ps: 1040
  fin_crit_sh_pct: 59.3
  fin_crit_ps: 4630
  skew_ps: 42.5
  setup_violations: 0
  worst_slew_pin_slew_ps: 1050
  fmax_mhz: 216
  final_hold_viol_count: 0
  timing.final.ws_setup_ps: 3170
  rsz0062_at_grt: "no"
  slew_headroom_pct: 29.8
power:
  pwr-share-clk_pct: 41.8
  power_frac_seq_pct: 53.4
  vdd_drop_max_mv: 0.220
  powerDensity_mw_per_mm2: 253
  combPwrFrac_pct: 4.7
  power.switching_fraction_pct: 21.1
  finalPower_mw: 17.9
  internal_power_mw: 14.1
  switchingPower_mw: 3.77
  p_leak_nw: 21.8
die:
  pin_count: 35
  fp_util_pct: 40.5
  die_h_um: 398
  die_area_mm2: 0.158
  rows: 144
  core_mm2: 0.155
  chipWidth_um: 398
setup_path:
  critPathLaunch: "read_addr[0]"
  worst-path-max-fanout: 61
  start_kind: "input port"
  critPathArrivalTime_ps: 5120
  cp_data_required_time_ps: 8290
  cp-end-kind: "flop"
  worstSetupPathType: "in -> reg"
  rr_startpoint: "memory[91][7]"
finish:
  drive_gt1_share_pct: 22.9
  largest_register_ffs: 1600
  final_area_mm2: 0.0706
  fin_cells: 5307
  fin_util_pct: 45.7
  syn_to_final_growth_pct: 12.8
  n_fill_cell: 12689
placement:
  portBuffers: 34
  place_area_mm2: 0.0655
  dp.cells: 5014
  pre_cts_slack_ps: 2400
  gp_congestion: 0.926
  dpl.hpwl_mm: 94.6
run:
  tool_warnings: 28
  cap_violations: 0
==> kinds of logic (layout without fill, tap and decap cells) <==
family,count (synthesis),count (layout),share of synthesized area [%]
and+or+nand+nor,425,425,2.97
DFF,1608,1608,77.2
buffers and inverters,178,469,1.84
muxes,497,497,14.9
AOI/OAI and AO/OA,264,264,3.15
==> cell type report <==
type                            instances  area (µm²)  area share (%)
Sequential cell                      1608       48300            68.4
Clock buffer                          214        4380            6.20
Tap cell                             2044        2560            3.62
Timing Repair Buffer                  174        1460            2.07
Clock inverter                         79         737            1.04
Multi-Input combinational cell       1186       13200            18.6
Inverter                                2        7.51          0.0106
==> metal layers <==
layer / vias up / GRT usage [%]
met1: 15431 / 27.9
li1: 12768 / -
met3: 270 / 14.1
met4: 8 / 5.87
met5: - / 0.0605
met2: 1625 / 32.3
==> worst paths after layout <==
path                      end  slack [ps]  cells past startpoint
max reg2reg  read_data_reg[7]        4960                      6
min reg2reg  read_data_reg[4]        1040                      3
max          read_data_reg[6]        3170                      9
min          read_data_reg[4]        1040                      3
==> critical path, stage by stage <==
cell and delay, ps:
buf_8 500, buf_4 420, buf_4 370, mux4_2 540, a22o_1 220, a221oi_1 410
o22ai_1 180, nor3_1 710, a311oi_1 80
==> power groups by stage <==
stage	Clock, mW	Sequential (mW)	Combinational [mW]
6_report	7.47	9.54	0.843
4_1_cts	7.63	9.54	0.857
5_1_grt	7.94	9.54	0.907
==> layout by cell type (no fill, tap or decap), types with 15 or more instances in the layout <==
master / count
a211oi_1: 21
a21oi_1: 25
a221oi_1: 41
a22o_1: 23
a22oi_1: 58
buf_4: 137
clkbuf_1: 46
clkbuf_16: 168
clkdlybuf4s50_1: 20
clkinv_1: 40
edfxtp_1: 1608
mux2_2: 32
mux2i_1: 122
mux4_2: 342
nand2_1: 86
nand3_1: 18
nand4_1: 15
nor2_1: 211
nor2b_1: 20
nor3_1: 29
o211ai_1: 21
o22ai_1: 29
No activity file was given, so power comes from the tool's default toggle rates.
